<file path="design/flow/run.sh">
#!/bin/bash
# OpenROAD 26Q1-2900-gdf79404cd8, Yosys 0.63+post, stock flow scripts
make -C /OpenROAD-flow-scripts/flow DESIGN_CONFIG=/design/flow/config.mk WORK_HOME=/design/flow/orfs finish
</file>
<file path="design/flow/config.mk">
export PLATFORM = sky130hd
export DESIGN_NAME = snvs_lp_zmk
export DESIGN_NICKNAME = snvs_lp_zmk
export VERILOG_FILES = /design/flow/design.v
export SDC_FILE = /design/flow/constraint.sdc
export NUM_CORES = 4
export LEC_CHECK = 1
export CORE_UTILIZATION = 40
</file>
<file path="design/flow/constraint.sdc">
current_design snvs_lp_zmk

set clk_period 1.0
set clk_io_pct 0.2

create_clock -name clk0 -period $clk_period [get_ports {ipg_clk}]

set non_clock_inputs [all_inputs -no_clocks]
set_input_delay [expr $clk_period * $clk_io_pct] -clock clk0 $non_clock_inputs
set_output_delay [expr $clk_period * $clk_io_pct] -clock clk0 [all_outputs]
</file>
<file path="design/flow/design.v">
interface zmk_if(input ipg_clk,input reset,input soft_reset);
   logic [7:0] write_select;
   logic [31:0] w_data;
   logic [255:0] reg_data;
endinterface
module  snvs_lp_zmk
  ( 
   ipg_clk,
   zmk_reset,
   zmk_soft_reset,
   write_lpzmk,
   lp_wdata,
   lpzmk_reg
   );   
localparam   SNVS_ADDR_HPLR     = 12'h000;
localparam   SNVS_ADDR_HPCOMR   = 12'h004;
localparam   SNVS_ADDR_HPCR     = 12'h008;
localparam   SNVS_ADDR_HPSICR   = 12'h00C;
localparam   SNVS_ADDR_HPSVCR   = 12'h010;
localparam   SNVS_ADDR_HPSR     = 12'h014;
localparam   SNVS_ADDR_HPSVSR   = 12'h018;
localparam   SNVS_ADDR_HPHACIVR = 12'h01C;
localparam   SNVS_ADDR_HPHACR   = 12'h020;
localparam   SNVS_ADDR_HPRTCMR  = 12'h024;
localparam   SNVS_ADDR_HPRTCLR  = 12'h028;
localparam   SNVS_ADDR_HPTAMR   = 12'h02C;
localparam   SNVS_ADDR_HPTALR   = 12'h030;
localparam   SNVS_ADDR_LPLR     = 12'h034;
localparam   SNVS_ADDR_LPCR     = 12'h038;
localparam   SNVS_ADDR_LPMKCR   = 12'h03C;
localparam   SNVS_ADDR_LPSVCR   = 12'h040;
localparam   SNVS_ADDR_LPTGFCR  = 12'h044;
localparam   SNVS_ADDR_LPTDCR   = 12'h048;
localparam   SNVS_ADDR_LPSR     = 12'h04C;
localparam   SNVS_ADDR_LPSRTCMR = 12'h050;
localparam   SNVS_ADDR_LPSRTCLR = 12'h054;
localparam   SNVS_ADDR_LPTAR    = 12'h058;
localparam   SNVS_ADDR_LPSMCMR  = 12'h05C;
localparam   SNVS_ADDR_LPSMCLR  = 12'h060;
localparam   SNVS_ADDR_LPPGDR   = 12'h064;
localparam   SNVS_ADDR_LPGPR    = 12'h068;
localparam   SNVS_ADDR_LPZMKR0  = 12'h06C;
localparam   SNVS_ADDR_LPZMKR1  = 12'h070;
localparam   SNVS_ADDR_LPZMKR2  = 12'h074;
localparam   SNVS_ADDR_LPZMKR3  = 12'h078;
localparam   SNVS_ADDR_LPZMKR4  = 12'h07C;
localparam   SNVS_ADDR_LPZMKR5  = 12'h080;
localparam   SNVS_ADDR_LPZMKR6  = 12'h084;
localparam   SNVS_ADDR_LPZMKR7  = 12'h088;
localparam   SNVS_ADDR_LPGPR0   = 12'h090;
localparam   SNVS_ADDR_LPGPR1   = 12'h094;
localparam   SNVS_ADDR_LPGPR2   = 12'h098;
localparam   SNVS_ADDR_LPGPR3   = 12'h09C;
localparam   SNVS_ADDR_LPTDCR1  = 12'h0A0;
localparam   SNVS_ADDR_LPTDSR   = 12'h0A4;
localparam   SNVS_ADDR_LPTGFCR1 = 12'h0A8;
localparam   SNVS_ADDR_LPTGFCR2 = 12'h0AC;
localparam   SNVS_ADDR_LPAT1    = 12'h0C0;
localparam   SNVS_ADDR_LPAT2    = 12'h0C4;
localparam   SNVS_ADDR_LPAT3    = 12'h0C8;
localparam   SNVS_ADDR_LPAT4    = 12'h0CC;
localparam   SNVS_ADDR_LPAT5    = 12'h0D0;
localparam   SNVS_ADDR_LPATCTL  = 12'h0E0;
localparam   SNVS_ADDR_LPATCLKCTL  = 12'h0E4;
localparam   SNVS_ADDR_LPATRC1R = 12'h0E8;
localparam   SNVS_ADDR_LPATRC2R = 12'h0EC;
localparam   SNVS_ADDR_HPVIDR1  = 12'hBF8;
localparam   SNVS_ADDR_HPVIDR2  = 12'hBFC;
localparam   SNVS_REG_HPLR       = 0;
localparam   SNVS_REG_HPCOMR     = SNVS_REG_HPLR     + 1;
localparam   SNVS_REG_HPCR       = SNVS_REG_HPCOMR   + 1;
localparam   SNVS_REG_HPSICR     = SNVS_REG_HPCR     + 1;
localparam   SNVS_REG_HPSVCR     = SNVS_REG_HPSICR   + 1;
localparam   SNVS_REG_HPSR       = SNVS_REG_HPSVCR   + 1;
localparam   SNVS_REG_HPSVSR     = SNVS_REG_HPSR     + 1;
localparam   SNVS_REG_HPHACIVR   = SNVS_REG_HPSVSR   + 1;
localparam   SNVS_REG_HPHACR     = SNVS_REG_HPHACIVR + 1;
localparam   SNVS_REG_HPRTCMR    = SNVS_REG_HPHACR   + 1;
localparam   SNVS_REG_HPRTCLR    = SNVS_REG_HPRTCMR  + 1;
localparam   SNVS_REG_HPTAMR     = SNVS_REG_HPRTCLR  + 1;
localparam   SNVS_REG_HPTALR     = SNVS_REG_HPTAMR   + 1;
localparam   SNVS_REG_LPLR       = SNVS_REG_HPTALR   + 1;
localparam   SNVS_REG_LPCR       = SNVS_REG_LPLR     + 1;
localparam   SNVS_REG_LPMKCR     = SNVS_REG_LPCR     + 1;
localparam   SNVS_REG_LPSVCR     = SNVS_REG_LPMKCR   + 1;
localparam   SNVS_REG_LPSR       = SNVS_REG_LPSVCR   + 1;
localparam   SNVS_REG_LPTGFCR    = SNVS_REG_LPSR     + 1;
localparam   SNVS_REG_LPTDCR     = SNVS_REG_LPTGFCR  + 1;
localparam   SNVS_REG_LPSRTCMR   = SNVS_REG_LPTDCR   + 1;
localparam   SNVS_REG_LPSRTCLR   = SNVS_REG_LPSRTCMR + 1;
localparam   SNVS_REG_LPTAR      = SNVS_REG_LPSRTCLR + 1;
localparam   SNVS_REG_LPSMCMR    = SNVS_REG_LPTAR    + 1;
localparam   SNVS_REG_LPSMCLR    = SNVS_REG_LPSMCMR  + 1;
localparam   SNVS_REG_LPPGDR     = SNVS_REG_LPSMCLR  + 1;
localparam   SNVS_REG_LPGPR      = SNVS_REG_LPPGDR   + 1;
localparam   SNVS_REG_LPZMKR0    = SNVS_REG_LPGPR    + 1;
localparam   SNVS_REG_LPZMKR1    = SNVS_REG_LPZMKR0  + 1;
localparam   SNVS_REG_LPZMKR2    = SNVS_REG_LPZMKR1  + 1;
localparam   SNVS_REG_LPZMKR3    = SNVS_REG_LPZMKR2  + 1;
localparam   SNVS_REG_LPZMKR4    = SNVS_REG_LPZMKR3  + 1;
localparam   SNVS_REG_LPZMKR5    = SNVS_REG_LPZMKR4  + 1;
localparam   SNVS_REG_LPZMKR6    = SNVS_REG_LPZMKR5  + 1;
localparam   SNVS_REG_LPZMKR7    = SNVS_REG_LPZMKR6  + 1;
localparam   SNVS_REG_HPVIDR1    = SNVS_REG_LPZMKR7  + 1;
localparam   SNVS_REG_HPVIDR2    = SNVS_REG_HPVIDR1  + 1;
localparam   SNVS_REG_LPGPR0     = SNVS_REG_HPVIDR2  + 1;
localparam   SNVS_REG_LPGPR1     = SNVS_REG_LPGPR0   + 1;
localparam   SNVS_REG_LPGPR2     = SNVS_REG_LPGPR1   + 1;
localparam   SNVS_REG_LPGPR3     = SNVS_REG_LPGPR2   + 1;
localparam   SNVS_REG_LPTDCR1    = SNVS_REG_LPGPR3   + 1;
localparam   SNVS_REG_LPTDSR     = SNVS_REG_LPTDCR1  + 1;
localparam   SNVS_REG_LPTGFCR1   = SNVS_REG_LPTDSR   + 1;
localparam   SNVS_REG_LPTGFCR2   = SNVS_REG_LPTGFCR1 + 1;
localparam   SNVS_REG_LPAT1      = SNVS_REG_LPTGFCR2 + 1;
localparam   SNVS_REG_LPAT2      = SNVS_REG_LPAT1    + 1;
localparam   SNVS_REG_LPAT3      = SNVS_REG_LPAT2    + 1;
localparam   SNVS_REG_LPAT4      = SNVS_REG_LPAT3    + 1;
localparam   SNVS_REG_LPAT5      = SNVS_REG_LPAT4    + 1;
localparam   SNVS_REG_LPATCTL    = SNVS_REG_LPAT5    + 1;
localparam   SNVS_REG_LPATCLKCTL = SNVS_REG_LPATCTL  + 1;
localparam   SNVS_REG_LPATRC1R   = SNVS_REG_LPATCLKCTL  + 1;
localparam   SNVS_REG_LPATRC2R   = SNVS_REG_LPATRC1R + 1;
localparam   SNVS_REG_NUMBER     = SNVS_REG_LPATRC2R + 1;
localparam SNVS_DATA_WIDTH = 32;
localparam [SNVS_DATA_WIDTH-1:0] SNVS_DATA_WIDTH_ZERO = 0;
localparam SNVS_DATA_DWIDTH = SNVS_DATA_WIDTH*2;
localparam SNVS_ADDR_WIDTH = 12;
localparam [SNVS_ADDR_WIDTH-1:0] SNVS_ADDR_WIDTH_ZERO = 0;
localparam SNVS_HACC_WIDTH = 32;
localparam [SNVS_HACC_WIDTH-1:0] SNVS_HACC_WIDTH_ONE = 1;
localparam SNVS_ZMK_WIDTH = 256;
   input                  ipg_clk;                
   input                  zmk_reset;              
   input                  zmk_soft_reset;         
   input  [7:0]           write_lpzmk;            
   input  [SNVS_DATA_WIDTH-1:0] lp_wdata;               
   output [SNVS_ZMK_WIDTH-1:0]  lpzmk_reg;              
   wire   [SNVS_ZMK_WIDTH-1:0]  lpzmk_reg;              
   reg    [SNVS_ZMK_WIDTH-1:0]  zmk_data;               
   genvar ii;
   genvar jj;
   generate
      for (ii = 0; ii < SNVS_ZMK_WIDTH/SNVS_DATA_WIDTH; ii = ii + 1)
      begin : zmk_data_mux
         always @( * )
         begin
            if ( zmk_soft_reset )
               zmk_data[32*ii+31:32*ii]  =  SNVS_DATA_WIDTH_ZERO;
            else if ( write_lpzmk[ii] )
               zmk_data[32*ii+31:32*ii]  =  lp_wdata;
            else
               zmk_data[32*ii+31:32*ii]  =  lpzmk_reg[32*ii+31:32*ii];
         end 
      end 
   endgenerate
   generate
      for (jj = 0; jj < SNVS_ZMK_WIDTH; jj = jj + 1)
      begin : zmk_reg_inst
         snvs_lp_zmk_ff  snvs_lp_zmk_reg 
            ( 
             .clock                   (ipg_clk),
             .reset                   (zmk_reset),
             .data_in                 (zmk_data[jj]),
             .data_out                (lpzmk_reg[jj])
             );
      end 
   endgenerate
endmodule   
module  snvs_lp_zmk_ff
  ( 
   clock,
   reset,
   data_in,
   data_out
   );   
   input                  clock;                  
   input                  reset;                  
   input                  data_in;                
   output                 data_out;               
   reg                    data_out;               
   always @(posedge clock or posedge reset)
     begin
        if (reset)
           data_out  <=  1'b0;
        else
           data_out  <=  data_in;
     end
endmodule    
</file>
==> COMMIT_EDITMSG <==
Add synthesis and place-and-route results

* Number of instances in the synthesized netlist: 1117
* Core utilization before placement: 0.409
- Number of antenna violations at the first check in global routing: 0
- Max-capacitance violation count: 0
- Final clock period utilization by the worst path: 1.28
- Yosys synthesis chip area: around 13000 um^2
* Unique cell type count in the Yosys netlist: 10
- Post-Route Hold Slack: roughly 0.023 ns
* Flip-flop count of the largest register after layout: 256
- The first global-routing pass estimated just under 50 mm of wire.
- In this run the power density over the cells is about 1600 nW/um^2.
- The routed design has 31.4 mm of wire.
- Per the layout area report, the combinational gate area comes to ~3500 um^2.
* Vias per std cell: 4.55
- The congestion estimate from routability-driven global placement came to 0.824.
- Total via count in the routed design: around 7900
- The slowest stage of the critical path is the sky130_fd_sc_hd__dfrtp_1 cell.
* IR Drop Worst-Case VDD: between 0.001 and 0.0015 V
- Setup repair after global routing missed its margin: true
* Number of endpoints with negative hold slack in the final report: 0
- Total cell area at the placement stage: ~15000 um^2
- The leakage power in the latest report is ~0.0086 uW.
* Chain of cells forming the critical path: buf_2
* Total Negative Setup Slacks: -58.24 ns
- Category of cells accounting for the largest share of critical-path delay: flip-flops
* Io pins: between 200 and 300
* Horizontal extent of the die: roughly 180 um
- Flop area: approximately 6400 um^2
- Setup slack of the critical path after layout: -0.278 ns
* Late-Pin Clk Latency: ~0.54 ns
* Core footprint: 30800 um^2
- The chip occupies about 32000 um^2.
* Critical path endpoint category: output pin
- Global-route usage over all layers: 0.205
- In this run the number of H-tree levels came out at 1.
- Syn_area_per_cell: about 11 um^2
- For reference, the placement row count at floorplan is 64.
- Layout filler cell count: between 2000 and 3000
* Number of warnings the tools reported: 28
- The largest single stage delay on the critical path is roughly 0.4 ns.
- The count of nets left with antenna violations once routing finished came out at 0.
- Relative to the synthesized area, the layout overhead comes to 20.4%.
- Total power: between 20000 and 30000 uW
- I/O Buffers: approximately 300
* Post-route standard cell area excluding fillers: around 15000 um^2
* Number of synthesized register bits: 256
- The end-of-flow timing check tallies setup violations at 259.
* Remaining design rule violation count: 0
- Detailed-placement wirelength estimate: 21.2 mm
- The OpenROAD report gives the critical path a data arrival time of approximately 1.1 ns.
* Nature of the critical path startpoint: flip-flop
- Inserted Clock Buffers: 29
* Netlist Area Pre-Place: between 10000 and 15000 um^2
* Root Buffer Master: sky130_fd_sc_hd__clkbuf_16
- Maximum number of pins on one net before global-route repair: 35
* Clock sink count: 256
- Warnings from Yosys: 2
- The highest clock rate this design can be run at is slightly below 0.8 GHz.
- N_diodes: 0
- For this sky-water flow run, the detailed-routed wirelength per cell is reported as 18.0 um.
* Initial drt markers: between 300 and 400
- For this run, the register share of the synthesized area comes to 0.508.
- Vertical extent of the die: around 180 um
* Largest registers: zmk_reg_inst.snvs_lp_zmk_reg.data_out (256)
- Endpoint required time on the critical path: ~0.80 ns
- Clock-pin transition on the worst setup and hold timing paths: 0.06 ns
- Remaining global-route overflow: 0
- WP buf/inv: 1
- Number of pins with negative max-slew slack in the final report: 0
* Clock Skew: 0 ns
* Register with the highest flop count: zmk_reg_inst.snvs_lp_zmk_reg.data_out
- The report shows a maximum critical-path fanout of 2.
* Worst-case clock buffer depth: 3
* Post-synthesis cell count from yosys: approximately 1100
- For this run, the detailed router's first-pass iteration total came to 21.
- The checks that failed: negative setup slack.
- Path class of the lowest-slack min-delay path: input port to flip-flop
- The number of global-route vias before repair was ~8000.
* Actual slew at the worst max-slew pin: 0.358 ns
- Time the final worst path needs with I/O delays and setup: between 1 and 1.5 ns
* TritonCTS clock tree: yes
- Fraction of layout instances using a drive strength above 1: 0.401
- Kind of critical path: flip-flop to output pin
- The run finished, with violations left.
- In this run the tightest slew margin relative to its limit is 0.760.
## kinds of logic after synthesis
| kind of cell | synth area share |
|---|---|
| buf+inv | 0.212 |
| flops | 0.508 |
| mux | 0.203 |
| simple gates | 0.0762 |
## cell usage after synthesis
cell type                  number  area (um^2)
sky130_fd_sc_hd__buf_6          8         90.1
sky130_fd_sc_hd__mux2i_1      256         2560
sky130_fd_sc_hd__buf_8         24          360
sky130_fd_sc_hd__buf_4        256         1920
sky130_fd_sc_hd__clkbuf_1       1         3.75
sky130_fd_sc_hd__dfrtp_1      256         6410
sky130_fd_sc_hd__inv_1          1         3.75
sky130_fd_sc_hd__buf_2         57          285
sky130_fd_sc_hd__clkbuf_2       2         10.0
sky130_fd_sc_hd__nor2_1       256          961
## cell type report
type	instances	area share
repair buffers	530	0.253
multi-input cells	512	0.232
flip-flops and latches	256	0.422
inverters	1	0.000495
clock inverters	12	0.00948
well taps	396	0.0326
clock buffers	36	0.0502
## stage by stage
step	setup WS (ns)	utilization	instances
5_1_grt	-0.318	0.492	1743
6_report	-0.278	0.492	1743
2_1_floorplan	-2.57	-	1117
3_3_place_gp	-0.188	0.476	1581
3_5_place_dp	-0.196	0.476	1581
4_1_cts	-0.294	0.482	1700
## worst paths after layout
check	startpoint	to	slack, ns	cells past startpoint
setup / recovery	zmk_reg_inst[193].snvs_lp_zmk_reg.data_out	lpzmk_reg[193]	-0.28	1
min in group asynchronous	zmk_reset	zmk_reg_inst[247].snvs_lp_zmk_reg.data_out	0.06	3
setup reg to reg	zmk_reg_inst[209].snvs_lp_zmk_reg.data_out	zmk_reg_inst[209].snvs_lp_zmk_reg.data_out	-0.04	5
hold reg to reg	zmk_reg_inst[207].snvs_lp_zmk_reg.data_out	zmk_reg_inst[207].snvs_lp_zmk_reg.data_out	0.51	2
max in group asynchronous	zmk_reset	zmk_reg_inst[118].snvs_lp_zmk_reg.data_out	0.56	4
hold / removal	zmk_soft_reset	zmk_reg_inst[60].snvs_lp_zmk_reg.data_out	0.02	2
## routing by layer
metal	track usage	part of all wire	up-vias	routed length, um
met3	0.0563	0.072	33	2250
met4	0.0297	0.018	0	556
li1	-	-	3741	-
met1	0.319	0.47	3904	14700
met5	0	0	-	0
met2	0.305	0.44	252	14000
## placed cells by master (no fill, tap or decap), types with 3 or more instances in the layout
cell type	count
sky130_fd_sc_hd__buf_12	34
sky130_fd_sc_hd__clkbuf_16	29
sky130_fd_sc_hd__clkinv_2	7
sky130_fd_sc_hd__bufinv_16	3
sky130_fd_sc_hd__clkbuf_1	6
sky130_fd_sc_hd__clkdlybuf4s50_1	33
sky130_fd_sc_hd__mux2i_1	256
sky130_fd_sc_hd__buf_6	3
sky130_fd_sc_hd__nor2_1	256
sky130_fd_sc_hd__dfrtp_1	256
sky130_fd_sc_hd__buf_2	263
sky130_fd_sc_hd__buf_4	197
## timing repair
item	in CTS	in global routing
pin swaps	0	1
cloned	0	0
resized	834	1
hold buffers	0	0
buffers inserted	71	43
setup endpoints to repair	256	257
## report_power, final
group	switching [uW]	internal [uW]
registers	310	10900
logic	1570	1870
clock network	4180	6130
total	6060	18900
No activity file was given, so power comes from the tool's default toggle rates.
